==> flow/design.v <==
`timescale 1ns / 1ps
module axi_stream_insert_header 
#(
	parameter 		DATA_WD = 32,
	parameter 		DATA_BYTE_WD = DATA_WD / 8,
	parameter 		BYTE_CNT_WD = $clog2(DATA_BYTE_WD)
)(
	input 			clk,
	input 			rst_n,
	input 							valid_in,
	input 	[DATA_WD-1 : 0] 				data_in,
	input 	[DATA_BYTE_WD-1 : 0] 				keep_in,
	input 							last_in,
	output 							ready_in,
	output 							valid_out,
	output 	[DATA_WD-1 : 0] 				data_out,
	output 	[DATA_BYTE_WD-1 : 0] 				keep_out,
	output 							last_out,
	input 							ready_out,
	input 							valid_insert,
	input 	[DATA_WD-1 : 0] 				data_insert,
	input 	[DATA_BYTE_WD-1 : 0] 				keep_insert,
	input	[BYTE_CNT_WD-1 : 0]				byte_insert_cnt,
	output 							ready_insert
);
function integer clog2(input integer number);
begin
	for(clog2 = 0 ; number > 0 ; clog2 = clog2 + 1)
		number = number << 1;
end
endfunction
wire 	insert_flag;
wire p_last_in_pulse;
wire	w_in_active;
wire	w_out_active;
reg						cnt;
reg						r_ready_insert;
reg	[DATA_WD-1:0]		r_header_data_out;
reg	[DATA_BYTE_WD-1:0]	r_keep_insert;
reg	[DATA_WD-1:0]		r_data_out1;
reg	[DATA_WD-1:0]		r_data_out2;
reg						r_last_in1;
reg						r_last_in2;
reg [DATA_WD-1:0]		r_keep_in;
reg	[1:0]				r_last_out_flag;
reg	[DATA_WD-1:0]		r_keep_out;
assign ready_insert = r_ready_insert;
assign insert_flag = valid_insert && ready_insert;
assign data_out = (valid_out && ready_out)?r_header_data_out:r_data_out2;
assign keep_out = r_keep_out;
assign	w_in_active = valid_in && ready_in;
assign	w_out_active = valid_out &&ready_out;
always@(posedge clk or negedge rst_n)begin
	if(!rst_n)
		r_ready_insert <= 'd0;
	else if(insert_flag)
		r_ready_insert <= 'd0;
	else
		r_ready_insert <= 'd1;
end
always@(posedge  clk or negedge rst_n)begin
	if(!rst_n)
		r_keep_insert <= 0;
	else if(insert_flag)
		r_keep_insert <= keep_insert;
	else
		r_keep_insert <= r_keep_insert;
end
always@(posedge  clk or negedge rst_n)begin
	if(!rst_n)begin
		r_data_out1 <= 'd0;
		r_data_out2 <= 'd0;
	end
	else if(w_in_active)begin
		r_data_out1 <= data_in;
		r_data_out2 <= r_data_out1;
	end
	else begin
		r_data_out1 <= r_data_out1;
		r_data_out2 <= r_data_out2;
	end
end
always@(posedge  clk or negedge rst_n)begin
	if(!rst_n)
		r_keep_in <= 0;
	else if(last_in)
		r_keep_in <= keep_in;
	else
		r_keep_in <= r_keep_in;
end
always@(posedge  clk or negedge rst_n)begin
	if(!rst_n)begin
		r_last_in1 <= 'd0;
		r_last_in2 <= 'd0;
	end
	else begin
		r_last_in1 <= last_in;
		r_last_in2 <= r_last_in2;
	end
end
assign p_last_in_pulse = ~r_last_in1 && r_last_in2;
assign ready_in = ~p_last_in_pulse;
always@(posedge  clk or negedge rst_n)begin
	if(!rst_n)
		r_header_data_out <= 0;
	else if(insert_flag)
		case(keep_insert)
			4'b1111:r_header_data_out <= data_insert;
			4'b0111:r_header_data_out <= {data_insert[23:0],r_data_out1[31:24]};
			4'b0011:r_header_data_out <= {data_insert[15:0],r_data_out1[31:16]};
			4'b0001:r_header_data_out <= {data_insert[7:0],r_data_out1[31:8]};
		default:r_header_data_out <= r_header_data_out;
		endcase
	else
		case(r_keep_insert)
			4'b1111:r_header_data_out <= r_data_out2;
			4'b0111:r_header_data_out <= {r_data_out2[23:0],r_data_out1[31:24]};
			4'b0011:r_header_data_out <= {r_data_out2[15:0],r_data_out1[31:16]};
			4'b0001:r_header_data_out <= {r_data_out2[7:0],r_data_out1[31:8]};
		default:r_header_data_out <= r_data_out2;
		endcase
end
always@(posedge  clk or negedge rst_n)begin
	if(!rst_n)
		r_last_out_flag <= 2'b0;
	else
		r_last_out_flag <= {r_last_out_flag[0],p_last_in_pulse};
end
assign last_out = ~r_last_out_flag[0] & r_last_out_flag[1];
always@(posedge  clk or negedge rst_n)begin
	if(!rst_n)
		r_keep_out <= 0;
	else if(last_out)
		case(r_keep_insert)
			4'b1111:r_keep_out <= r_keep_in;
			4'b0111:r_keep_out <= r_keep_in << 1;
			4'b0011:r_keep_out <= r_keep_in << 2;
			4'b0001:r_keep_out <= r_keep_in << 3;
		endcase
	else if(valid_out)
		r_keep_out <= 4'b1111;
end
assign valid_out = 'd1;
endmodule
==> flow/run.sh <==
#!/bin/bash
# OpenROAD 26Q1-2900-gdf79404cd8, Yosys 0.63+post, stock flow scripts
make -C /OpenROAD-flow-scripts/flow DESIGN_CONFIG=/design/flow/config.mk WORK_HOME=/design/flow/orfs finish
==> flow/config.mk <==
export PLATFORM = sky130hd
export DESIGN_NAME = axi_stream_insert_header
export DESIGN_NICKNAME = axi_stream_insert_header
export VERILOG_FILES = /design/flow/design.v
export SDC_FILE = /design/flow/constraint.sdc
export NUM_CORES = 4
export LEC_CHECK = 1
export CORE_UTILIZATION = 40
==> flow/constraint.sdc <==
current_design axi_stream_insert_header

set clk_period 5.5
set clk_io_pct 0.2

create_clock -name clk0 -period $clk_period [get_ports {clk}]

set non_clock_inputs [all_inputs -no_clocks]
set_input_delay [expr $clk_period * $clk_io_pct] -clock clk0 $non_clock_inputs
set_output_delay [expr $clk_period * $clk_io_pct] -clock clk0 [all_outputs]
==> insert_results.sql <==
-- load yosys + openroad results
INSERT INTO impl_metrics (metric_group, metric, value, unit) VALUES
('outcome', 'status', 'finished clean', ''),
('layout', 'fillerInstances', '1377', ''),
('global_routing', 'antenna_found_initial', '0', ''),
('worst_setup_path', 'cp_data_arrival_time', '2840', 'ps'),
('power', 'power.internal', '0.00162', 'W'),
('cts', 'cts.htree.levels', '3', ''),
('drt', 'count_of_vias_placed_by_the_detailed_router', '5573', ''),
('drt', 'drt-pass1-iter-count', '8', ''),
('worst_hold_path', 'timing.hold.worst.start', 'r_data_out1[6]$_DFFE_PN0P_', ''),
('timing', 'worst_pin_slew', '856', 'ps'),
('layout', 'layout-drive-gt1-share', '0.240', ''),
('placed_design', 'routabilityCongestion', '0.858', ''),
('logic_synthesis', 'yosysSeqAreaShare', '0.388', ''),
('timing', 'report.final.hold_viol_count', '0', ''),
('drt', 'dr.first_iter.drc_count', '464', ''),
('logic_synthesis', 'syn_area_per_cell', '10.7', 'sq um'),
('die', 'chipWidth', '130', 'um'),
('placed_design', 'dp_cells', '892', ''),
('placed_design', 'place_area', '0.00772', 'sq mm'),
('drt', 'antenna_violating_nets_left', '0', ''),
('cts', 'cts_inserted_buffers', '9', ''),
('layout', 'mostFrequentLayoutCell', 'clkdlybuf4s50_1', ''),
('die', 'initial_utilization', '0.412', ''),
('timing', 'final.setup.tns', '0', 'ps'),
('power', 'comb_power_share', '0.277', ''),
('worst_setup_path', 'path_common_cell', 'clkdlybuf4s50_1', ''),
('timing', 'grt_setup_unrepaired', 'no', ''),
('power', 'irDropWorstVdd', '0.000170', 'V'),
('worst_setup_path', 'critical_path.reg2reg.startpoint', 'r_ready_insert$_DFF_PN0_', ''),
('die', 'core_region_area', '0.0159', 'sq mm'),
('global_routing', 'global_route.overflow_total', '0', ''),
('worst_setup_path', 'critPathRequiredTime', '4400', 'ps'),
('global_routing', 'globalRouteTotalUtil', '0.240', ''),
('cts', 'cts-resized-gates', '0', ''),
('logic_synthesis', 'synth.yosys.num_cells', '615', ''),
('drt', 'routed_length_per_placed_instance', '21.3', 'um'),
('logic_synthesis', 'count_of_library_flops_with_an_enable_pin', '0', ''),
('power', 'netSwitchingFraction', '0.291', ''),
('worst_setup_path', 'setup.worst_path.class', 'in2out', ''),
('placed_design', 'detailedPlace.worstSlack', '1540', 'ps'),
('worst_setup_path', 'chain_of_cells_forming_the_critical_path', 'clkdlybuf4s50_1, buf_4, mux2_2, clkdlybuf4s50_1', ''),
('timing', 'worst_clock_skew', '8.36', 'ps'),
('worst_setup_path', 'cp_slowest_stage_delay', '450', 'ps'),
('power', 'power.net_switching', '0.000664', 'W'),
('timing', 'max_freq', '254', 'MHz'),
('logic_synthesis', 'yosys_warnings', '1', ''),
('cts', 'cts_tree', 'done', ''),
('global_routing', 'grt_max_degree', '46', ''),
('worst_setup_path', 'critical_path.startpoint_type', 'primary input', ''),
('die', 'dieHeight', '130', 'um'),
('power', 'share_clk_of_total_power', '0.290', ''),
('flow_run', 'max-cap-violations', '0', ''),
('timing', 'hold_slack', '507', 'ps'),
('cts', 'insertion_delay', '360', 'ps'),
('timing', 'slew_violations', '0', ''),
('cts', 'clock-root-buffer', 'clkbuf_16', ''),
('worst_hold_path', 'min_path_type', 'reg2reg', ''),
('logic_synthesis', 'syn_area', '0.00657', 'sq mm'),
('cts', 'cts-hold-fix-buffers', '0', ''),
('layout', 'fin_cells', '908', ''),
('logic_synthesis', 'synth-async-reset-ratio', '1.00', ''),
('timing', 'finalSetupViolCount', '0', ''),
('power', 'p_per_cell_area', '284', 'mW/mm^2'),
('logic_synthesis', 'syn_inst', '615', ''),
('timing', 'worst_slack', '1560', 'ps'),
('drt', 'insertedDiodeCount', '0', ''),
('cts', 'cts.repair_timing.setup_buffer_count', '0', ''),
('layout', 'most-common-layout-cells', '107 x clkdlybuf4s50_1, 101 x dfrtp_1, 96 x mux2_2, 50 x nand2_1, 37 x a21oi_1', ''),
('drt', 'drc_errors', '0', ''),
('worst_setup_path', 'timing.critical_path.to_type', 'primary output', ''),
('logic_synthesis', 'yosysChipArea', '0.00657', 'sq mm');
synthesized netlist by cell type (2+ instances only):
master | n | area share
nand4bb_1 | 18 | 0.031
nor2_1 | 2 | 0.0011
a21o_1 | 13 | 0.015
buf_2 | 22 | 0.017
nor2b_1 | 8 | 0.0076
mux2i_1 | 32 | 0.049
a22oi_1 | 7 | 0.0080
buf_1 | 4 | 0.0023
o21ai_0 | 14 | 0.011
buf_4 | 11 | 0.013
o2111ai_1 | 7 | 0.0093
o221a_2 | 14 | 0.024
a211oi_1 | 17 | 0.019
conb_1 | 2 | 0.0011
a21oi_1 | 37 | 0.028
o211ai_1 | 7 | 0.0080
nand2_1 | 50 | 0.029
a221oi_1 | 25 | 0.033
nand3b_1 | 2 | 0.0023
mux2_2 | 96 | 0.16
a222oi_1 | 7 | 0.011
dfrtp_1 | 102 | 0.39
and2_1 | 9 | 0.0086
o2bb2ai_1 | 18 | 0.024
nand2b_1 | 2 | 0.0019
a31oi_1 | 14 | 0.013
inv_1 | 20 | 0.011
a221oi_2 | 10 | 0.023
clkbuf_1 | 29 | 0.017
buf_6 | 4 | 0.0069
flip-flops by register name, indices dropped and copies added, names as in the netlist:
| name | flops |
|---|---|
| r_header_data_out | 32 |
| r_keep_insert | 4 |
| r_data_out1 | 32 |
| r_ready_insert | 1 |
| r_data_out2 | 32 |
| r_keep_out | 1 |
worst max-delay path, delay by kind of cell:
family,cells,cell delay [ps]
buffers and inverters,3,1320
multiplexers,1,410
metal layers:
layer  track usage  vias up  wire length, um
met5             0        -                0
met4        0.0397        0              342
met3        0.0443       29             1520
met2         0.356      251             8730
met1         0.380     2795             8780
li1              -     2498                -
worst paths after layout:
path,depth (start not counted),endpoint,slack (ps)
hold reg to reg,1,r_data_out1[6]$_DFFE_PN0P_,510
min in group asynchronous,1,r_header_data_out[1]$_DFFE_PN0P_,650
setup / recovery,4,data_out[28],1560
setup reg to reg,4,r_header_data_out[17]$_DFFE_PN0P_,2980
hold / removal,1,r_data_out1[6]$_DFFE_PN0P_,510
max in group asynchronous,2,r_keep_insert[2]$_DFFE_PN0N_,3950
power by group through the flow:
stage	clock, W	sequential [W]	combinational [W]
after CTS	0.000673	0.000987	0.000636
after global routing	0.000701	0.00101	0.000686
final	0.000661	0.000989	0.000632
layout make-up:
cell class,count,area [sq um],share of cell area
clock inverters,3,42.5,0.00530
flip-flops and latches,102,2550,0.318
repair buffers,129,1230,0.154
clock buffers,13,260,0.0324
well taps,216,270,0.0337
inverters,20,75.1,0.00936
multi-input cells,425,3590,0.447
per-stage QoR:
| stage | power, W | util |
|---|---|---|
| after floorplan | 0.00134 | - |
| after global placement | 0.00162 | 0.484 |
| after detailed placement | 0.00163 | 0.484 |
| after CTS | 0.00230 | 0.503 |
| after global routing | 0.00239 | 0.503 |
| final | 0.00228 | 0.503 |
kinds of logic after synthesis:
group                  Yosys count  synth area share
and+or+nand+nor                 98            0.0956
AOI/OAI and AO/OA              195             0.235
other                            2           0.00114
muxes                          128             0.213
buffers and inverters           90            0.0665
DFF                            102             0.388
Power is estimated from default activity; no workload was simulated.
